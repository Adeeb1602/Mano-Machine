`/design/flow/design.v`:
```
module debugger(
    input clk_1hz,          
    input reset,            
    input mode_switch_raw, 
    input step_button_raw,  
    output reg fsm_clk_enable 
);
    wire button_pressed;
    assign button_pressed = ~step_button_raw; 
    reg button_pressed_prev; 
    wire single_pulse;
    always @(posedge clk_1hz or negedge reset) begin
        if (reset == 1'b0) 
            button_pressed_prev <= 1'b0;
        else
            button_pressed_prev <= button_pressed;
    end
    assign single_pulse = button_pressed & ~button_pressed_prev;
    always @(*) begin
        if (mode_switch_raw == 1'b1) 
            fsm_clk_enable = 1'b1;     
        else  
            fsm_clk_enable = single_pulse; 
    end
endmodule
module decoder_7seg(
    input [3:0] bcd_in,
    output reg [6:0] segments_out
  );
  always @(*) begin
    case (bcd_in)
      4'd0: segments_out = 7'b0000001;  
      4'd1: segments_out = 7'b1001111;  
      4'd2: segments_out = 7'b0010010;  
      4'd3: segments_out = 7'b0000110;  
      4'd4: segments_out = 7'b1001100;  
      4'd5: segments_out = 7'b0100100;  
      4'd6: segments_out = 7'b0100000;  
      4'd7: segments_out = 7'b0001111;  
      4'd8: segments_out = 7'b0000000;  
      4'd9: segments_out = 7'b0000100;  
      4'd10: segments_out = 7'b0001000;  
      4'd11: segments_out = 7'b1100000;  
      4'd12: segments_out = 7'b0110001;  
      4'd13: segments_out = 7'b1000010;  
      4'd14: segments_out = 7'b0110000;  
      4'd15: segments_out = 7'b0111000;  
      default: segments_out = 7'b1111111;  
    endcase
  end
endmodule
module fsm_core(
    input clk,
    input clk_enable,
    input reset, 
    input [1:0] x_in,
    output [3:0] z_out, 
    output [3:0] current_state_debug
  );
  parameter S0 = 4'd0;
  parameter S1 = 4'd1;
  parameter S2 = 4'd2;
  parameter S3 = 4'd3;
  parameter S4 = 4'd4;
  parameter S5 = 4'd5;
  parameter S6 = 4'd6;
  parameter S7 = 4'd7;
  parameter S8 = 4'd8;
  parameter S9 = 4'd9;
  parameter S10 = 4'd10;
  parameter S11 = 4'd11;
  parameter S12 = 4'd12;
  parameter S13 = 4'd13;
  parameter S14 = 4'd14;
  parameter S15 = 4'd15;
  reg [3:0] present_state;
  reg [3:0] next_state;
  reg [3:0] z; 
  always @(posedge clk or negedge reset) begin
    if (reset == 1'b0) 
      present_state <= S0;
    else if (clk_enable) 
      present_state <= next_state;
  end
  always @(*) begin
    next_state = S0;
    z = 4'b0000; 
    case (present_state)
		S0: begin
			case (x_in)
				2'b01: begin next_state = S1; z = 4'b0000; end
				default: begin next_state = S0; z = 4'b0000; end
			endcase
		end
		S1: begin
			case (x_in)
				2'b01: begin next_state = S2; z = 4'b0001; end
				default: begin next_state = S0; z = 4'b0000; end
			endcase
		end
		S10: begin
			case (x_in)
				2'b01: begin next_state = S11; z = 4'b1010; end
				default: begin next_state = S0; z = 4'b0000; end
			endcase
		end
		S11: begin
			case (x_in)
				2'b01: begin next_state = S12; z = 4'b1011; end
				default: begin next_state = S0; z = 4'b0000; end
			endcase
		end
		S12: begin
			case (x_in)
				2'b01: begin next_state = S13; z = 4'b1100; end
				default: begin next_state = S0; z = 4'b0000; end
			endcase
		end
		S13: begin
			case (x_in)
				2'b01: begin next_state = S14; z = 4'b1101; end
				default: begin next_state = S0; z = 4'b0000; end
			endcase
		end
		S14: begin
			case (x_in)
				2'b01: begin next_state = S15; z = 4'b1110; end
				default: begin next_state = S0; z = 4'b0000; end
			endcase
		end
		S15: begin
			case (x_in)
				2'b01: begin next_state = S0; z = 4'b1111; end
				default: begin next_state = S0; z = 4'b0000; end
			endcase
		end
		S2: begin
			case (x_in)
				2'b01: begin next_state = S3; z = 4'b0010; end
				default: begin next_state = S0; z = 4'b0000; end
			endcase
		end
		S3: begin
			case (x_in)
				2'b01: begin next_state = S4; z = 4'b0011; end
				default: begin next_state = S0; z = 4'b0000; end
			endcase
		end
		S4: begin
			case (x_in)
				2'b01: begin next_state = S5; z = 4'b0100; end
				default: begin next_state = S0; z = 4'b0000; end
			endcase
		end
		S5: begin
			case (x_in)
				2'b01: begin next_state = S6; z = 4'b0101; end
				default: begin next_state = S0; z = 4'b0000; end
			endcase
		end
		S6: begin
			case (x_in)
				2'b01: begin next_state = S7; z = 4'b0110; end
				default: begin next_state = S0; z = 4'b0000; end
			endcase
		end
		S7: begin
			case (x_in)
				2'b01: begin next_state = S8; z = 4'b0111; end
				default: begin next_state = S0; z = 4'b0000; end
			endcase
		end
		S8: begin
			case (x_in)
				2'b01: begin next_state = S9; z = 4'b1000; end
				default: begin next_state = S0; z = 4'b0000; end
			endcase
		end
		S9: begin
			case (x_in)
				2'b01: begin next_state = S10; z = 4'b1001; end
				default: begin next_state = S0; z = 4'b0000; end
			endcase
		end
        default: begin 
            next_state = S0;
            z = 4'b0000; 
        end
    endcase
  end
  assign current_state_debug = present_state;
  assign z_out = z;
endmodule
module top_level(
    input clk_1hz,           
    input reset_button,      
    input mode_switch,       
    input [1:0] fsm_input_x,   
    input step_button,       
    output [6:0] segments_out,  
    output [3:0] fsm_output_z   
  );
  wire fsm_enable_wire;  
  wire [3:0] state_wire; 
  fsm_core FSM_INSTANCE (
    .clk(clk_1hz),
    .clk_enable(fsm_enable_wire),  
    .reset(reset_button),
    .x_in(fsm_input_x),         
    .z_out(fsm_output_z),        
    .current_state_debug(state_wire)  
  );
  debugger DEBUGGER_INSTANCE (
    .clk_1hz(clk_1hz),
    .reset(reset_button),
    .mode_switch_raw(mode_switch),
    .step_button_raw(step_button),
    .fsm_clk_enable(fsm_enable_wire)  
  );
  decoder_7seg DECODER_INSTANCE (
    .bcd_in(state_wire),       
    .segments_out(segments_out)  
  );
endmodule
```
`/design/flow/config.mk`:
```
export PLATFORM = sky130hd
export DESIGN_NAME = top_level
export DESIGN_NICKNAME = top_level
export VERILOG_FILES = /design/flow/design.v
export SDC_FILE = /design/flow/constraint.sdc
export NUM_CORES = 4
export LEC_CHECK = 1
export CORE_AREA = 10 10 74 74
export DIE_AREA = 0 0 84 84
```
`/design/flow/run.sh`:
```
#!/bin/bash
# OpenROAD 26Q1-2900-gdf79404cd8, Yosys 0.63+post, stock flow scripts
make -C /OpenROAD-flow-scripts/flow DESIGN_CONFIG=/design/flow/config.mk WORK_HOME=/design/flow/orfs finish
```
`/design/flow/constraint.sdc`:
```
current_design top_level

set clk_period 3.3
set clk_io_pct 0.2

create_clock -name clk0 -period $clk_period [get_ports {clk_1hz}]

set non_clock_inputs [all_inputs -no_clocks]
set_input_delay [expr $clk_period * $clk_io_pct] -clock clk0 $non_clock_inputs
set_output_delay [expr $clk_period * $clk_io_pct] -clock clk0 [all_outputs]
```
==> run notes <==
impl run done, here's what came out: Synth cell types 28, post-synthesis cell count 70, first-pass GRT wire length 2.60 mm, Achievable Freq 364 MHz, CTS H-tree lvls 1, GR Overflow Total 0, Clock Tree Root clkbuf_8, Ys Warns 3, final setup TNS 0 ns, CP Max Fanout 8, static leakage 0.293 nW, Core Util at FP 13.6%, Yosys chip area 541 um^2, VDD IR max 0.000157 V, die width ~84 um, Non-Filler Instances 134, post-synth design cell area 541 um^2, CP Class input pin to output port, Layout area overhead 43.8%, post-route ant nets 0, flops out of synthesis 5, total clock sinks 5, Main area contributors dfrtp_1, ha_1, nor2_1, # hold bufs at CTS 0, filler cell count 440, post-CTS setup buffers 0, Post-DP HPWL around 1.1 mm, vias in the first global route 536, 1st-iter DRT viols 49, Hold Violations, Final 0, num ports 17, Worst Hold Class flop to flop, sequential area share after synthesis 23.1%, required time of the critical path 2.64 ns, cycle use final 83.2%, Chip Area 7060 um^2, Worst Skew 0.00172 ns, Worst-Skew Late Latency 0.22 ns, final count of pins violating max slew 0, WL/cell 11.3 um, minimum clock period 2.74 ns, antenna violations before repair 0, n_diodes 0, Rel. slew slack roughly 63%, cells in synth_stat.txt approximately 70, Die Height 84 um, vias post-DR between 500 and 600, Max Cap Viol 0, DRC 0, Placer Congestion between 0.7 and 0.8, WP data arrival 2.08 ns, DR pass1 iterations 4, Tot GR Track Use 4.25%, placed insts 130, clock transition at the registers of the reported paths 0.04 ns, Clock Path Buffers 2, CP endpoint kind output port, leading area contributor after synthesis dfrtp_1, core area around 4000 um^2, RSZ-0062 raised after global routing no, number of setup violations in the final report 0, largest net degree at the start of global routing 19, top-area cell type share of the netlist area between 20% and 30%, average vias per placed instance 4.04, OpenROAD warnings 29, post-cts gate resize count 0, row count 23, IO buf count 16, syn avg cell area 7.72 um^2, Pwr Density 325 nW/um^2, CTS tree done, share of layout cells above drive strength 1 7.14%, Slew @ Worst Pin 0.548 ns, Startpoint Class input pin, clock buffer count from CTS 3, WL final 1.51 mm, outcome complete, no violations
[path summary, 6_finish.rpt]
kind | slack, ns | start | to | depth (start not counted)
max in group asynchronous | 2.46 | reset_button | FSM_INSTANCE.present_state[0] | 1
min in group asynchronous | 0.66 | reset_button | DEBUGGER_INSTANCE.button_pressed_prev | 1
setup reg to reg | 1.54 | FSM_INSTANCE.present_state[0] | FSM_INSTANCE.present_state[3] | 6
hold reg to reg | 0.61 | FSM_INSTANCE.present_state[1] | FSM_INSTANCE.present_state[1] | 2
setup / recovery | 0.56 | fsm_input_x[1] | fsm_output_z[3] | 4
hold / removal | 0.61 | FSM_INSTANCE.present_state[1] | FSM_INSTANCE.present_state[1] | 2
[report_power, final]
part	leakage (nW)	internal, mW	total [mW]	switching, mW
registers	0.0666	0.0643	0.0685	0.00427
logic	0.204	0.0376	0.0687	0.0311
clock network	0.0228	0.0831	0.116	0.0325
total	0.293	0.185	0.253	0.0679
[layout by cell type (no fill, tap or decap)]
| cell type | instances |
|---|---|
| mux2i_1 | 1 |
| a21oi_1 | 4 |
| clkdlybuf4s50_1 | 16 |
| nor2_1 | 12 |
| nor3_1 | 3 |
| nor4_1 | 1 |
| a32o_1 | 2 |
| o21ai_1 | 1 |
| o31ai_1 | 2 |
| and2_1 | 1 |
| nor2b_1 | 1 |
| clkbuf_8 | 3 |
| a21o_2 | 1 |
| o21ai_0 | 5 |
| clkbuf_1 | 1 |
| nor3b_1 | 1 |
| inv_1 | 6 |
| a211oi_1 | 1 |
| nand2b_1 | 1 |
| o21bai_1 | 1 |
| dfrtp_1 | 5 |
| a22o_1 | 3 |
| nand2_1 | 3 |
| nor3_2 | 1 |
| mux4_2 | 1 |
| o41ai_1 | 1 |
| ha_1 | 5 |
| o31a_1 | 1 |
[cells by family after synthesis]
| group | Yosys count | synth area share [%] |
|---|---|---|
| and+or+nand+nor | 24 | 21.1 |
| AOI/OAI and AO/OA | 22 | 28.2 |
| buffers and inverters | 12 | 9.95 |
| adders and majority gates | 5 | 11.6 |
| DFF | 5 | 23.1 |
| muxes | 2 | 6.02 |
[cell type report]
class                   count  area, um^2  share of cell area (%)
flip-flops and latches      5         125                    16.1
multi-input cells          53         362                    46.5
inverters                   6        22.5                    2.90
clock buffers               4        45.0                    5.80
well taps                  50        62.6                    8.05
repair buffers             16         160                    20.6
[Yosys cell counts]
cell type  instances
nor3_1             3
inv_1              6
mux4_2             1
o21ai_0            5
o31ai_1            2
o21ai_1            1
nand2b_1           1
o21bai_1           1
o41ai_1            1
nor4_1             1
nor2b_1            1
nand2_1            3
a21oi_1            4
and2_1             1
a32o_1             2
nor2_1            12
nor3_2             1
a21o_2             1
buf_2              4
clkbuf_1           1
nor3b_1            1
dfrtp_1            5
a211oi_1           1
mux2i_1            1
ha_1               5
buf_4              1
a22o_1             3
o31a_1             1
[state kept, by name, indices dropped and copies added (netlist names)]
name                                   count
DEBUGGER_INSTANCE.button_pressed_prev      1
FSM_INSTANCE.present_state                 4
[metal layers]
| layer | vias to the layer above | track usage [%] | share of wire, % |
|---|---|---|---|
| li1 | 274 | - | - |
| met4 | 0 | 0.609 | 0 |
| met1 | 249 | 5.90 | 49 |
| met2 | 19 | 5.64 | 41 |
| met3 | 0 | 2.36 | 10 |
| met5 | - | 0 | 0 |
[critical path, stage by stage]
cell and delay, ns:
clkdlybuf4s50_1 0.39, nand2b_1 0.28, nor3_1 0.26, clkdlybuf4s50_1 0.50
[metrics by stage]
step           utilization, %  power, mW  hold slack (ns)  setup slack, ns  area [um^2]
2_1_floorplan               -      0.106            0.364             1.39          541
3_3_place_gp             18.4      0.137            0.560            0.596          732
3_5_place_dp             18.4      0.138            0.581            0.557          732
4_1_cts                  19.6      0.255            0.590            0.536          777
5_1_grt                  19.6      0.273            0.654            0.384          777
6_report                 19.6      0.253            0.606            0.556          777
Power is estimated from default activity; no workload was simulated.
